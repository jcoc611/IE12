**design/flow/design.v**
```verilog
module vga_address_translator(x, y, mem_address);
	parameter RESOLUTION = "320x240";
	input [((RESOLUTION == "320x240") ? (8) : (7)):0] x; 
	input [((RESOLUTION == "320x240") ? (7) : (6)):0] y;	
	output reg [((RESOLUTION == "320x240") ? (16) : (14)):0] mem_address;
	wire [16:0] res_320x240 = ({1'b0, y, 8'd0} + {1'b0, y, 6'd0} + {1'b0, x});
	wire [15:0] res_160x120 = ({1'b0, y, 7'd0} + {1'b0, y, 5'd0} + {1'b0, x});
	always @(*)
	begin
		if (RESOLUTION == "320x240")
			mem_address = res_320x240;
		else
			mem_address = res_160x120[14:0];
	end
endmodule
module vga_controller(	vga_clock, resetn, pixel_colour, memory_address, 
		VGA_R, VGA_G, VGA_B,
		VGA_HS, VGA_VS, VGA_BLANK,
		VGA_SYNC, VGA_CLK);
	parameter BITS_PER_COLOUR_CHANNEL = 1;
	parameter MONOCHROME = "FALSE";
	parameter RESOLUTION = "320x240";
	parameter C_VERT_NUM_PIXELS  = 10'd480;
	parameter C_VERT_SYNC_START  = 10'd493;
	parameter C_VERT_SYNC_END    = 10'd494;  
	parameter C_VERT_TOTAL_COUNT = 10'd525;
	parameter C_HORZ_NUM_PIXELS  = 10'd640;
	parameter C_HORZ_SYNC_START  = 10'd659;
	parameter C_HORZ_SYNC_END    = 10'd754;  
	parameter C_HORZ_TOTAL_COUNT = 10'd800;	
	input vga_clock, resetn;
	input [((MONOCHROME == "TRUE") ? (0) : (BITS_PER_COLOUR_CHANNEL*3-1)):0] pixel_colour;
	output [((RESOLUTION == "320x240") ? (16) : (14)):0] memory_address;
	output reg [9:0] VGA_R;
	output reg [9:0] VGA_G;
	output reg [9:0] VGA_B;
	output reg VGA_HS;
	output reg VGA_VS;
	output reg VGA_BLANK;
	output VGA_SYNC, VGA_CLK;
	reg VGA_HS1;
	reg VGA_VS1;
	reg VGA_BLANK1; 
	reg [9:0] xCounter, yCounter;
	wire xCounter_clear;
	wire yCounter_clear;
	wire vcc;
	reg [((RESOLUTION == "320x240") ? (8) : (7)):0] x; 
	reg [((RESOLUTION == "320x240") ? (7) : (6)):0] y;	
	assign vcc =1'b1;
	always @(posedge vga_clock or negedge resetn)
	begin
		if (!resetn)
			xCounter <= 10'd0;
		else if (xCounter_clear)
			xCounter <= 10'd0;
		else
		begin
			xCounter <= xCounter + 1'b1;
		end
	end
	assign xCounter_clear = (xCounter == (C_HORZ_TOTAL_COUNT-1));
	always @(posedge vga_clock or negedge resetn)
	begin
		if (!resetn)
			yCounter <= 10'd0;
		else if (xCounter_clear && yCounter_clear)
			yCounter <= 10'd0;
		else if (xCounter_clear)		 
			yCounter <= yCounter + 1'b1;
	end
	assign yCounter_clear = (yCounter == (C_VERT_TOTAL_COUNT-1)); 
	always @(*)
	begin
		if (RESOLUTION == "320x240")
		begin
			x = xCounter[9:1];
			y = yCounter[8:1];
		end
		else
		begin
			x = xCounter[9:2];
			y = yCounter[8:2];
		end
	end
	vga_address_translator controller_translator(
					.x(x), .y(y), .mem_address(memory_address) );
		defparam controller_translator.RESOLUTION = RESOLUTION;
	always @(posedge vga_clock)
	begin
		VGA_HS1 <= ~((xCounter >= C_HORZ_SYNC_START) && (xCounter <= C_HORZ_SYNC_END));
		VGA_VS1 <= ~((yCounter >= C_VERT_SYNC_START) && (yCounter <= C_VERT_SYNC_END));
		VGA_BLANK1 <= ((xCounter < C_HORZ_NUM_PIXELS) && (yCounter < C_VERT_NUM_PIXELS));	
		VGA_HS <= VGA_HS1;
		VGA_VS <= VGA_VS1;
		VGA_BLANK <= VGA_BLANK1;	
	end
	assign VGA_SYNC = vcc;
	assign VGA_CLK = vga_clock;
	integer index;
	integer sub_index;
	always @(pixel_colour)
	begin		
		VGA_R <= 'b0;
		VGA_G <= 'b0;
		VGA_B <= 'b0;
		if (MONOCHROME == "FALSE")
		begin
			for (index = 10-BITS_PER_COLOUR_CHANNEL; index >= 0; index = index - BITS_PER_COLOUR_CHANNEL)
			begin
				for (sub_index = BITS_PER_COLOUR_CHANNEL - 1; sub_index >= 0; sub_index = sub_index - 1)
				begin
					VGA_R[sub_index+index] <= pixel_colour[sub_index + BITS_PER_COLOUR_CHANNEL*2];
					VGA_G[sub_index+index] <= pixel_colour[sub_index + BITS_PER_COLOUR_CHANNEL];
					VGA_B[sub_index+index] <= pixel_colour[sub_index];
				end
			end	
		end
		else
		begin
			for (index = 0; index < 10; index = index + 1)
			begin
				VGA_R[index] <= pixel_colour[0:0];
				VGA_G[index] <= pixel_colour[0:0];
				VGA_B[index] <= pixel_colour[0:0];
			end	
		end
	end
endmodule
```
**design/flow/run.sh**
```bash
#!/bin/bash
# OpenROAD 26Q1-2900-gdf79404cd8, Yosys 0.63+post, stock flow scripts
make -C /OpenROAD-flow-scripts/flow DESIGN_CONFIG=/design/flow/config.mk WORK_HOME=/design/flow/orfs finish
```
**design/flow/config.mk**
```make
export PLATFORM = sky130hd
export DESIGN_NAME = vga_controller
export DESIGN_NICKNAME = vga_controller
export VERILOG_FILES = /design/flow/design.v
export SDC_FILE = /design/flow/constraint.sdc
export NUM_CORES = 4
export LEC_CHECK = 1
export CORE_AREA = 10 10 114 114
export DIE_AREA = 0 0 124 124
```
**design/flow/constraint.sdc**
```tcl
current_design vga_controller

set clk_period 4.1
set clk_io_pct 0.2

create_clock -name clk0 -period $clk_period [get_ports {vga_clock}]

set non_clock_inputs [all_inputs -no_clocks]
set_input_delay [expr $clk_period * $clk_io_pct] -clock clk0 $non_clock_inputs
set_output_delay [expr $clk_period * $clk_io_pct] -clock clk0 [all_outputs]
```
==> results.sh <==
# yosys + openroad results
export IMPL_synth_area_per_cell_um2=9.46
export IMPL_max_cap_viol_count=0
export IMPL_vias=1371
export IMPL_gp_congestion=0.798
export IMPL_clk_pin_slew_ps=90
export IMPL_synth_main_ff_cell="dfrtp_1"
export IMPL_arrival_ps=3080
export IMPL_grt_max_degree=21
export IMPL_io_buffers=22
export IMPL_syn_area_mm2=0.00199
export IMPL_final_setup_viol_count=0
export IMPL_worstPathRequired_ps=3280
export IMPL_drt_iter0_drc=24
export IMPL_grt_pass1_wl_mm=6.57
export IMPL_ys_chip_area_mm2=0.00199
export IMPL_fp_dieW_um=124
export IMPL_period_needed_ps=3900
export IMPL_cp_max_fo=4
export IMPL_place_area_mm2=0.00209
export IMPL_grt_antenna_before_repair=0
export IMPL_tool_warnings=31
export IMPL_final_util_pct=21.3
export IMPL_reg2regPathDepth=6
export IMPL_fin_tns_setup_ps=0
export IMPL_wl_per_cell_um=11.1
export IMPL_grt_pass1_vias=1412
export IMPL_drive_gt1_share_pct=8.42
export IMPL_fp_util_pct=19.1
export IMPL_syn_inst=210
export IMPL_ys_types=40
export IMPL_ios=57
export IMPL_cts_tree="yes"
export IMPL_vias_per_cell=4.06
export IMPL_design_area_mm2=0.00222
export IMPL_ys_ff=26
export IMPL_fin_skew_ps=6.44
export IMPL_p_leak_nw=0.994
export IMPL_routed_wl_mm=3.75
export IMPL_finalHoldViolCount=0
export IMPL_grtUsageMet1_pct=6.28
export IMPL_slew_violations=0
export IMPL_busiest_layer="met2"
export IMPL_async_flop_share_pct=76.9
export IMPL_rows=37
export IMPL_grt_overflow_total=0
export IMPL_met3_usage_pct=1.61
export IMPL_min_delay_path_depth=0
export IMPL_edf_count=0
export IMPL_syn_to_final_growth_pct=11.9
export IMPL_crit_path_end_kind="output port"
export IMPL_peakVddDrop_mv=0.0973
export IMPL_setup_worst_path_start_class="flop"
export IMPL_fill_cells=1125
export IMPL_grt_use_met2_pct=8.68
export IMPL_drc=0
export IMPL_antennaDiodeCount=0
export IMPL_holdWs_ps=332
export IMPL_yosys_stat_seqShare_pct=31.2
export IMPL_grt_setup_unrepaired="no"
export IMPL_ant_nets=0
export IMPL_drtPass1Iterations=4
export IMPL_min_delay_path_class="reg2reg"
export IMPL_die_area_mm2=0.0154
export IMPL_die_h_um=124
export IMPL_power_density_mw_per_mm2=254
export IMPL_total_power_mw=0.565
export IMPL_core_mm2=0.0104
export IMPL_clock_insertion_delay_worst_skew_ps=370
export IMPL_synth_warnings=2
export IMPL_criticalPathCategory="reg2out"
export IMPL_status="completed"
export IMPL_grt_usage_pct=5.18
export IMPL_dp_hpwl_mm=2.80
export IMPL_yosysCellCount=210
export IMPL_fmax_ghz=0.256
export IMPL_finalClockPeriodUsage_pct=95.2
## worst max-delay path, stage by stage (launching register included)
cell and delay (ps):
dfrtp_1 410, inv_1 90, fa_1 510, inv_1 70
fa_2 430, a211oi_2 260, nor2_1 110, o31ai_2 210
xnor2_1 150, clkdlybuf4s50_1 480
## timing repair
| item | 4_1_cts | 5_1_grt |
|---|---|---|
| pin swaps | 0 | 2 |
| gates resized | 1 | 3 |
| endpoints found under the hold margin | 0 | 0 |
| gates cloned | 0 | 0 |
| buffers inserted | 0 | 1 |
| hold buffers | 0 | 0 |
| setup endpoints to repair | 1 | 3 |
## cells in the final DEF (no fill, tap or decap), types with 2 or more instances in the layout
cell             synthesis  final
clkbuf_8                 0      6
nor2_1                  11     11
o31ai_1                  3      2
and4_1                   2      2
o21bai_1                 3      3
dfrtp_1                 20     20
dfxtp_1                  6      6
and3_1                   5      5
xor2_1                   5      5
a21o_1                   2      2
nand4_1                  8      8
o21ai_0                 10     10
nand2b_1                 2      2
xnor2_1                 10     10
a21oi_1                  7      7
a211oi_1                 5      4
buf_4                   39      4
nor3_1                   2      2
nand2_1                  5      5
a21boi_0                 2      2
inv_1                   12     11
clkdlybuf4s50_1          0     22
nand3_1                 10     10
ha_1                    22     22
## stage by stage
stage | setup WS (ps) | std cells
floorplan | 939 | 210
global placement | 404 | 330
detailed placement | 391 | 330
CTS | 34.9 | 337
global route | 6.16 | 338
finish | 198 | 338
## cell families (layout without fill, tap and decap cells)
family | Yosys count | after routing | synth area share, %
and+or+nand+nor | 52 | 52 | 15.2
muxes | 2 | 2 | 1.07
xor gates and xnor gates | 15 | 15 | 6.61
buffers and inverters | 53 | 45 | 17.8
other | 1 | 1 | 0.189
DFF | 26 | 26 | 31.2
adders and majority gates | 24 | 24 | 15.9
AOI/OAI and AO/OA | 37 | 37 | 12.0
## report_power, final
group          leakage (nW)  internal, mW  switching (mW)
clock network        0.0612         0.209          0.0953
registers             0.318         0.255               0
logic                 0.615       0.00146         0.00405
total                 0.994         0.465          0.0993
## final timing paths
check	slack, ps	end	startpoint
min in group asynchronous	780	xCounter[4]$_DFF_PN0_	resetn
min	330	VGA_HS$_DFF_P_	VGA_HS1$_DFF_P_
max	200	memory_address[15]	yCounter[3]$_DFFE_PN0P_
max in group asynchronous	3100	xCounter[8]$_DFF_PN0_	resetn
max reg2reg	1860	yCounter[4]$_DFFE_PN0P_	xCounter[1]$_DFF_PN0_
min reg2reg	330	VGA_HS$_DFF_P_	VGA_HS1$_DFF_P_
## registers in the layout, summed over array words and instances (netlist names)
| name | cells |
|---|---|
| xCounter | 10 |
| yCounter | 10 |
| VGA_BLANK | 1 |
| VGA_BLANK1 | 1 |
| VGA_HS | 1 |
| VGA_HS1 | 1 |
| VGA_VS | 1 |
| VGA_VS1 | 1 |
## cell usage after synthesis, types with 3 or more instances
| master | count | share of area, % |
|---|---|---|
| inv_1 | 12 | 2.3 |
| dfrtp_1 | 20 | 25 |
| a21oi_1 | 7 | 1.8 |
| o21bai_1 | 3 | 1.1 |
| dfxtp_1 | 6 | 6.0 |
| a211oi_1 | 5 | 1.9 |
| nor2_1 | 11 | 2.1 |
| nand4_1 | 8 | 2.5 |
| o21ai_0 | 10 | 2.5 |
| buf_4 | 39 | 15 |
| nand3_1 | 10 | 2.5 |
| ha_1 | 22 | 14 |
| and3_1 | 5 | 1.6 |
| xnor2_1 | 10 | 4.4 |
| o31ai_1 | 3 | 1.1 |
| xor2_1 | 5 | 2.2 |
| nand2_1 | 5 | 0.94 |
## layer usage
layer | up-vias | routed length, um
li1 | 684 | -
met1 | 665 | 1630
met2 | 17 | 1840
met3 | 5 | 205
met4 | 0 | 63
met5 | - | 0
## cell type report
class	instances	area [um2]	share of cell area (%)
multi-input combinational	131	1020	46.1
timing repair buffer	25	240	10.8
tap	136	170	7.65
clock inverter	1	30.0	1.35
clock buffer	7	92.6	4.16
inverter	12	45.0	2.03
sequential	26	621	27.9
No activity file was given, so power comes from the tool's default toggle rates.
