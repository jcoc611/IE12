==> design.v <==
`timescale 1 ps / 1 ps
module dummy_reader(
	input state_enable,
	input clock,
	output reg has_finished,
	output reg [8-1:0] char
);
	wire [8-1:0] foo [0:109];
	assign foo[0]  = "<";  
	assign foo[1]  = "b";
	assign foo[2]  = "o";
	assign foo[3]  = "d";
	assign foo[4]  = "y";
	assign foo[5]  = " ";
	assign foo[6]  = "b";
	assign foo[7]  = "a";
	assign foo[8]  = "c";
	assign foo[9]  = "k";
	assign foo[10]  = "g";
	assign foo[11]  = "r";
	assign foo[12]  = "o";
	assign foo[13]  = "u";
	assign foo[14]  = "n";
	assign foo[15]  = "d";
	assign foo[16]  = "=";
	assign foo[17]  = "7";
	assign foo[18]  = ">";
	assign foo[19]  = "<";
	assign foo[20]  = "p";
	assign foo[21]  = " ";
	assign foo[22]  = "c";
	assign foo[23]  = "o";
	assign foo[24]  = "l";
	assign foo[25]  = "o";
	assign foo[26]  = "r";
	assign foo[27]  = "=";
	assign foo[28]  = "0";
	assign foo[29]  = " ";
	assign foo[30]  = "s";
	assign foo[31]  = "i";
	assign foo[32]  = "z";
	assign foo[33]  = "e";
	assign foo[34]  = "=";
	assign foo[35]  = "2";
	assign foo[36]  = " ";
	assign foo[37]  = ">";
	assign foo[38]  = "T";
	assign foo[39]  = "H";
	assign foo[40]  = "A";
	assign foo[41]  = "N";
	assign foo[42]  = "K";
	assign foo[43]  = "S";
	assign foo[44]  = "<";
	assign foo[45]  = "/";
	assign foo[46]  = "p";
	assign foo[47]  = ">";
	assign foo[48]  = "<";
	assign foo[49]  = "p";
	assign foo[50]  = " ";
	assign foo[51]  = "c";
	assign foo[52]  = "o";
	assign foo[53]  = "l";
	assign foo[54]  = "o";
	assign foo[55]  = "r";
	assign foo[56]  = "=";
	assign foo[57]  = "2";
	assign foo[58]  = ">";
	assign foo[59]  = "B";
	assign foo[60]  = "E";
	assign foo[61]  = "S";
	assign foo[62]  = "T";
	assign foo[63]  = " ";
	assign foo[64]  = "T";
	assign foo[65]  = "A";
	assign foo[66]  = "<";
	assign foo[67]  = "/";
	assign foo[68]  = "p";
	assign foo[69]  = ">";
	assign foo[70]  = "<";
	assign foo[71]  = "p";
	assign foo[72]  = " ";
	assign foo[73]  = "c";
	assign foo[74]  = "o";
	assign foo[75]  = "l";
	assign foo[76]  = "o";
	assign foo[77]  = "r";
	assign foo[78]  = "=";
	assign foo[79]  = "3";
	assign foo[80]  = " ";
	assign foo[81]  = "s";
	assign foo[82]  = "i";
	assign foo[83]  = "z";
	assign foo[84]  = "e";
	assign foo[85]  = "=";
	assign foo[86]  = "1";
	assign foo[87]  = " ";
	assign foo[88]  = ">";
	assign foo[89]  = "S";
	assign foo[90]  = "R";
	assign foo[91]  = " ";
	assign foo[92]  = "a";
	assign foo[93]  = "n";
	assign foo[94]  = "d";
	assign foo[95]  = " ";
	assign foo[96]  = "J";
	assign foo[97]  = "C";
	assign foo[98]  = "<";
	assign foo[99]  = "/";
	assign foo[100]  = "p";
	assign foo[101]  = ">";	
	assign foo[102]  = "<";
	assign foo[103]  = "/";
	assign foo[104]  = "b";
	assign foo[105]  = "o";
	assign foo[106]  = "d";
	assign foo[107]  = "y";
	assign foo[108]  = ">";
	assign foo[109]  = "\0";
	reg [10:0] char_index = 0;
	reg has_char = 0;
	initial char = 0;
	initial has_finished = 0;
	always @(posedge clock) begin
		if(state_enable == 1 && has_char == 0) begin
			has_char <= 1;
			if(char_index == 109) begin
				has_finished <= 1;
			end else begin				
				char <= foo[char_index];
				char_index <= char_index + 1'b1;
			end
		end else if(state_enable == 0) begin
			has_char <= 0;
		end
	end
endmodule
==> run.sh <==
#!/bin/bash
# OpenROAD 26Q1-2900-gdf79404cd8, Yosys 0.63+post, stock flow scripts
make -C /OpenROAD-flow-scripts/flow DESIGN_CONFIG=/design/flow/config.mk WORK_HOME=/design/flow/orfs finish
==> config.mk <==
export PLATFORM = sky130hd
export DESIGN_NAME = dummy_reader
export DESIGN_NICKNAME = dummy_reader
export VERILOG_FILES = /design/flow/design.v
export SDC_FILE = /design/flow/constraint.sdc
export NUM_CORES = 4
export LEC_CHECK = 1
export CORE_UTILIZATION = 40
==> constraint.sdc <==
current_design dummy_reader

set clk_period 4.2
set clk_io_pct 0.2

create_clock -name clk0 -period $clk_period [get_ports {clock}]

set non_clock_inputs [all_inputs -no_clocks]
set_input_delay [expr $clk_period * $clk_io_pct] -clock clk0 $non_clock_inputs
set_output_delay [expr $clk_period * $clk_io_pct] -clock clk0 [all_outputs]
==> results.txt <==
fresh numbers from the pnr run: outcome complete, no violations, Worst Path Arrival 2.93 ns, Max-Cap Viols 0, Worst slew margin 49.07%, Async S/R FF share, synth 0%, fp util 42.44%, Detailed Route Iter0 Violations 247, tool warnings 28, Pwr Total 0.0005077 W, H-tree levels 1, routed wire length 7548 um, RSZ-0062 raised after global routing no, Peak supply drop 0.1111 mV, Critical path origin char_index[3], critical path depth 7, flip-flops with a built-in enable 19, dpl cell area 2544 um^2, cell count in the Yosys report 312, Max Clk Rate 338.7 MHz, fin util 42.71%, cells after synthesis 312, Slew Limit Fails 0, yosys stat chip area 2572 um^2, CP max stage cell edfxtp_1, final instance area 2589 um^2, worst setup path end char[5], required time of the critical path 4.18 ns, cycle use final 70.30%, CP delay by family, top simple AND/OR/NAND/NOR gates, die height 82.20 um, CTS buffer count 3, r2r setup slk 1.25 ns, Critical Path Start Type register, Hold Buf Count CTS 0, setup skew after layout 0.002787 ns, Reg2Reg Capture Point char[5], Synth Area per Inst 8.245 um^2, crit-path max FO 33, RD Place Congestion 0.9748, Total GRT Usage 24.53%, Synth area leader edfxtp_1, path type of the worst setup path reg -> reg, Seq share, synth 22.96%, crit end category register, slowest stage delay, CP 0.59 ns, CTS clk-pin slew, worst paths 0.07 ns, Clock Root Buffer clkbuf_8, worst reg2reg startpoint char_index[3], Die W 82.20 um, I/O Buffers 9, Synth Register Bits 20, row cnt 28, DR WL/cell 20.13 um, WP buf/inv 1, P per Cell Area 196.1 nW/um^2, setup bufs post-CTS 0, Antenna Nets Post-Route 0, Clock Sinks 20, Min Clock Period, post-route 2.952 ns, Leak Pwr 0.9004 nW, hpwl dp 5584 um, first-pass GRT wire length 12000 um, Placed Cells 371, worst r2r path cells 7, YS warnings 1, Cell area leaders edfxtp_1 (22%), nand2_1 (4.4%), buf_6 (3.9%), nand2b_1 (3.9%), nor2_1 (3.1%), Core Area 6061 um^2, ratio of cells with drive above 1 in the final layout 7.333%, Slew @ Worst Pin 0.7639 ns, CTS tree built, Dominant flop cell edfxtp_1, via count 2463, Netlist cell types 72, Top-Level Pins 11, Die Area 6756 um^2, DR vias/cell 6.568, Cell Count, Final, Fillers Out 375, final setup vio count 0, initial antenna violation count 0, Worst Hold Class reg -> reg, area growth from synthesis to layout 0.6322%, Filler cells 601, Hold Fails Final Rpt 0, Latency at later pin 0.25 ns, largest net degree at the start of global routing 45, PostCTS Resize Cnt 0, DRC errors left 0, Dominant cell area share 22.18%, n_diodes 0, first drt pass iteration count 7, crit path cell chain buf_4 -> nand2b_1 -> o32ai_1 -> a32oi_1 -> nand3_1 -> nor4_1 -> o2111ai_1, final setup TNS 0 ns, vias in the first global route 2226, Max Buffers Root-to-Sink 2, global route overflow 0, Post-Syn Area 2572 um^2
==> layout make-up <==
cell class	count	area, um^2	area share (%)
inverter	5	18.77	0.7250
sequential	20	590.6	22.81
tap	75	93.84	3.625
clock buffer	3	41.29	1.595
clock inverter	1	3.754	0.1450
multi-input combinational	255	1698	65.59
timing repair buffer	16	142.6	5.510
==> power breakdown <==
part / total, W / switching [W] / internal, W
sequential: 0.000240 / 0.00000700 / 0.000233
combinational: 0.000144 / 0.0000870 / 0.0000567
clock: 0.000124 / 0.0000591 / 0.0000650
total: 0.000508 / 0.000153 / 0.000355
==> worst register-to-register path, stage by stage, from the launching register on <==
cell and delay, ns:
edfxtp_1 0.59, buf_4 0.40, nand2b_1 0.32, o32ai_1 0.15, a32oi_1 0.36, nand3_1 0.23
nor4_1 0.46, o2111ai_1 0.17
==> registers in the layout, summed over array words and instances, names as in the netlist <==
signal / count
char: 7
char_index: 11
has_char: 1
has_finished: 1
==> cells in the final DEF, fill, tap and decap left out, drive strengths merged, types with 5 or more instances in the layout <==
cell	instances
a211oi	6
edfxtp	19
clkdlybuf4s50	9
nor3	12
nand3	9
xnor2	7
a21oi	9
nand4	6
o21ai	13
o32ai	7
nor4	10
buf	7
inv	5
xor2	5
nand2b	17
nor2b	9
nand4b	5
nor2	22
nand3b	5
nand2	31
==> cells in the mapped netlist, types with 4 or more instances <==
cell type,count
ha_1,4
nand4b_1,5
nand3_1,9
o21ai_1,4
xor2_1,5
buf_2,8
o22ai_1,4
nand4_1,6
nor3b_1,4
a211oi_1,5
nor2b_1,9
or3_1,4
a21oi_1,9
edfxtp_1,19
nor4_1,9
nand2b_1,16
nand3b_1,5
o32ai_1,7
nand2_1,30
buf_4,5
clkbuf_1,7
and3_1,4
inv_1,4
buf_6,9
nor2_1,21
o21ai_0,9
xnor2_1,7
nor3_1,11
==> cell families after synthesis <==
group	after synthesis	synth area share (%)
flip-flops	20	22.96
AND-OR/OR-AND	72	20.28
adder cells (fa/ha/maj)	4	1.946
AND/OR/NAND/NOR	164	39.01
multiplexers	1	0.3891
buffers and inverters	37	11.04
other	2	0.2919
XOR/XNOR	12	4.086
==> how the worst min path moves through the flow <==
stage / from / to / cells after the start / slack (ns)
CTS: char_index[10] / char_index[10] / 1 / 0.60
global route: char_index[10] / char_index[10] / 1 / 0.61
finish: char_index[10] / char_index[10] / 1 / 0.60
==> metrics by stage <==
step,setup WS (ns),hold slack [ns]
global route,1.050,0.6051
finish,1.248,0.5961
floorplan,1.823,0.5513
global placement,1.208,0.5744
CTS,1.288,0.6020
detailed placement,1.320,0.5764
==> layer usage <==
layer  global-route usage, %  part of all wire [%]
met2                   36.61                    43
met5                       0                     0
met3                   3.344                   6.4
met1                   35.78                    45
met4                   11.05                   5.8
Power and IR drop assume default switching activity.
